[design/flow/config.mk]
export PLATFORM = sky130hd
export DESIGN_NAME = vending_mealy
export DESIGN_NICKNAME = vending_mealy
export VERILOG_FILES = /design/flow/design.v
export SDC_FILE = /design/flow/constraint.sdc
export NUM_CORES = 4
export LEC_CHECK = 1
export CORE_AREA = 10 10 70 70
export DIE_AREA = 0 0 80 80
[design/flow/constraint.sdc]
current_design vending_mealy

set clk_period 1.9
set clk_io_pct 0.2

create_clock -name clk0 -period $clk_period [get_ports {clk}]

set non_clock_inputs [all_inputs -no_clocks]
set_input_delay [expr $clk_period * $clk_io_pct] -clock clk0 $non_clock_inputs
set_output_delay [expr $clk_period * $clk_io_pct] -clock clk0 [all_outputs]
[design/flow/design.v]
module vending_mealy(
    input wire clk,
    input wire rst,
    input wire [1:0] coin, 
    output wire dispense, 
    output wire chg5      
);
localparam S0 = 3'b000;  
localparam S5 = 3'b001;  
localparam S10 = 3'b010; 
localparam S15 = 3'b011; 
localparam S20 = 3'b100; 
reg [2:0] current_state, next_state;
always @(posedge clk) begin
    if (rst) begin
        current_state <= S0;
    end else begin
        current_state <= next_state;
    end
end
always @(*) begin
    next_state = current_state;
    case (current_state)
        S0: begin
            if (coin == 2'b01) next_state = S5;
            else if (coin == 2'b10) next_state = S10;
        end
        S5: begin
            if (coin == 2'b01) next_state = S10;
            else if (coin == 2'b10) next_state = S15;
        end
        S10: begin
            if (coin == 2'b01) next_state = S15;
            else if (coin == 2'b10) next_state = S20;
        end
        S15: begin
            if (coin == 2'b01) next_state = S20;
            else if (coin == 2'b10) next_state = S0; 
        end
        S20: begin
            if (coin == 2'b01) next_state = S0; 
            else if (coin == 2'b10) next_state = S0; 
        end
        default: next_state = S0;
    endcase
end
assign dispense = ((current_state == S15) && (coin == 2'b10)) ||
                  ((current_state == S20) && (coin == 2'b01)) ||
                  ((current_state == S20) && (coin == 2'b10));
assign chg5 = ((current_state == S15) && (coin == 2'b10)) ||
              ((current_state == S20) && (coin == 2'b01));
endmodule
[design/flow/run.sh]
#!/bin/bash
# OpenROAD 26Q1-2900-gdf79404cd8, Yosys 0.63+post, stock flow scripts
make -C /OpenROAD-flow-scripts/flow DESIGN_CONFIG=/design/flow/config.mk WORK_HOME=/design/flow/orfs finish
==> out/results.txt <==
status = finished, final reports clean
crit path cell chain = clkbuf_2, buf_6, nor2b_4, nand2_1, nand2_1, clkdlybuf4s50_1
final routed DRC violation total = 0
Static Leak = 0.166 nW
slowest CP cell = clkdlybuf4s50_1
DR vias/cell = 2.82
Final Skew = 0.00379 ns
Yosys Chip Area = 265 sq um
Placed Instances = 86
die width = 80 microns
Max Cap Violations = 0
Synthesized registers = 5
Syn Area/Cell = 8.56 sq um
total negative slack = 0 ns
largest net degree at the start of global routing = 8
core area = 3420 sq um
Arrival @ worst endpoint = 1.34 ns
Critical R2R Launch = current_state[2]
DRT Wirelength = 624 microns
CTS sink count = 5
die y size = 80 microns
yosys cell count = 31
Crit Reg-Reg Endpoint = current_state[2]
RSZ-0062 raised after global routing = no
number of buffers added on ports = 5
most used cell, CP = nand2_1
CTS tree = done
Data required, critical path = 1.52 ns
final worst-path cycle share = 0.907
fin util = 0.129
pre-CTS WS = -0.267 ns
Crit. End Element = output pin
clock slew at reported path FFs = 0.04 ns
main flop type = dfxtp_1
H-tree Lvls = 1
Cell Rows = 21
area delta synth->final = 65.6%
I/O pin cnt = 6
CP max stage delay = 0.46 ns
initial antenna violation count = 0
Top reg by flops = current_state
Final Hold Viols = 0
final slew viol count = 0
Tool Warnings = 25
grt ovf = 0
Reg2Reg Depth = 3
layout cell share with drive strength beyond 1 = 0.295
PD cells = 676 nW/um^2
path type of the worst setup path = in -> out
Tightest Hold Check Type = reg -> reg
Design Area, Final = 439 sq um
Initial DRT Pass Iterations = 3
fmax = 580 MHz
Min-Delay Startpoint = current_state[1]
cell count after synthesis = 31
Rel. slew slack = 0.855
max reg flops = 5
Placed Area = 399 sq um
Final ANT Viol Nets = 0
critical-path maximum fanout = 7
VDD IR max = 0.101 mV
Synth Seq Share = 0.377
Slew @ Worst Pin = 0.216 ns
diodes inserted = 0
hpwl dp = 497 microns
CTS root buf = clkbuf_4
Syn Std Cell Area = 265 sq um
GP Congestion = 0.699
first-pass GRT wire length = 966 microns
endpoint of the worst hold path = current_state[1]
clock buffer count from CTS = 3
worst-skew pair later-pin latency = 0.24 ns
non-filler cells, final = 90
fraction of registers with async set/reset = 0
Synth warnings = 1
Regs by FF count = current_state: 5 flops
Hold Path Stages = 2
Die ar. = 6400 sq um
via count = 254
Netlist cell types = 15
final setup fails = 0
Period minus WS final = 1.72 ns
All-Layer GR Usage = 0.0192
vias in the first global route = 229
cts hold-fix bufs = 0
worst setup margin = 0.177 ns
Routed WL per cell = 6.93 microns
Iteration-0 DRC Markers = 13
fp util = 0.0777
clk buf depth = 2
Worst R2R Setup Slack = 1.01 ns
CP startpoint kind = input pin
EDFF count, synth = 0
## cell families after synthesis
| kind of cell | count (synthesis) | share of synthesized area |
|---|---|---|
| AND-OR/OR-AND | 11 | 0.283 |
| multiplexers | 1 | 0.0377 |
| flip-flops | 5 | 0.377 |
| buffers and inverters | 2 | 0.0566 |
| XOR/XNOR | 1 | 0.0330 |
| AND/OR/NAND/NOR | 11 | 0.212 |
## layout by cell type, fill, tap and decap left out
cell type	netlist	routed
a211oi_1	4	4
a21o_1	1	1
a21oi_1	2	2
a22oi_1	3	3
buf_4	0	4
buf_6	1	1
clkbuf_1	0	1
clkbuf_2	0	2
clkbuf_4	0	3
clkdlybuf4s50_1	0	3
dfxtp_1	5	5
inv_1	1	1
mux2i_1	1	1
nand2_1	4	4
nand2b_1	1	1
nor2_1	2	2
nor2b_1	3	2
nor2b_4	0	2
o21ai_1	0	1
xnor2_2	0	1
## metal layers
metal	vias to the layer above	track usage	share of wire	routed length, microns
li1	138	-	-	-
met1	111	0.0207	0.42	262
met2	3	0.0265	0.46	286
met3	2	0.0170	0.11	66
met4	0	0.00704	0.013	8
met5	-	0	0	0
## per-stage QoR
| stage | power, mW | hold slack (ns) |
|---|---|---|
| 6_report | 0.297 | 0.482 |
| 5_1_grt | 0.314 | 0.541 |
| 4_1_cts | 0.303 | 0.486 |
| 3_5_place_dp | 0.171 | 0.480 |
| 3_3_place_gp | 0.170 | 0.475 |
| 2_1_floorplan | 0.145 | 0.449 |
## repair_timing
item / 4_1_cts / 5_1_grt
buffers inserted: 0 / 0
resized: 7 / 5
endpoints found under the setup margin: 2 / 2
## critical path, delay by kind of cell
family,cells,cell delay (ns)
and+or+nand+nor,3,0.24
buffers and inverters,3,0.72
## cell type report
type	instances	area, sq um
fill	398	2980
sequential	5	100
timing repair buffer	10	81.3
tap	46	57.6
clock buffer	4	26.3
inverter	1	3.75
multi-input combinational	24	170
## cell usage after synthesis, types with 2 or more instances
cell type,n,area [sq um]
nor2b_1,3,18.8
nand2_1,4,15.0
a211oi_1,4,30.0
dfxtp_1,5,100
nor2_1,2,7.51
a22oi_1,3,22.5
a21oi_1,2,10.0
## worst max path at each step
stage	start	end	slack, ns	cells past startpoint
6_report	coin[1]	chg5	0.18	6
4_1_cts	coin[0]	dispense	0.005	4
5_1_grt	coin[1]	chg5	0.09	6
## power by group
group / total [mW] / switching, mW / leakage, nW / internal [mW]
logic: 0.0546 / 0.0228 / 0.110 / 0.0319
registers: 0.119 / 0.00590 / 0.0413 / 0.113
clock network: 0.124 / 0.0442 / 0.0150 / 0.0794
total: 0.297 / 0.0728 / 0.166 / 0.224
Power and IR drop assume default switching activity.
