`./run.sh`:
```
#!/bin/bash
# OpenROAD 26Q1-2900-gdf79404cd8, Yosys 0.63+post, stock flow scripts
make -C /OpenROAD-flow-scripts/flow DESIGN_CONFIG=/design/flow/config.mk WORK_HOME=/design/flow/orfs finish
```
`./config.mk`:
```
export PLATFORM = sky130hd
export DESIGN_NAME = traffic_light
export DESIGN_NICKNAME = traffic_light
export VERILOG_FILES = /design/flow/design.v
export SDC_FILE = /design/flow/constraint.sdc
export NUM_CORES = 4
export LEC_CHECK = 1
export CORE_AREA = 10 10 70 70
export DIE_AREA = 0 0 80 80
```
`./constraint.sdc`:
```
current_design traffic_light

set clk_period 1.6
set clk_io_pct 0.2

create_clock -name clk0 -period $clk_period [get_ports {clk}]

set non_clock_inputs [all_inputs -no_clocks]
set_input_delay [expr $clk_period * $clk_io_pct] -clock clk0 $non_clock_inputs
set_output_delay [expr $clk_period * $clk_io_pct] -clock clk0 [all_outputs]
```
`./design.v`:
```
module traffic_light(
    input wire clk,
    input wire rst,
    input wire tick,
    output wire ns_g,
    output wire ns_y,
    output wire ns_r,
    output wire ew_g,
    output wire ew_y,
    output wire ew_r
);
localparam NS_G_STATE = 2'b00;
localparam NS_Y_STATE = 2'b01;
localparam EW_G_STATE = 2'b10;
localparam EW_Y_STATE = 2'b11;
reg [1:0] current_state, next_state;
reg [3:0] counter;  
always @(posedge clk) begin
    if (rst) begin
        current_state <= NS_G_STATE;
        counter <= 0;
    end else begin
        current_state <= next_state;
        if (tick) begin
            counter <= counter + 1;
        end
    end
end
always @(*) begin
    next_state = current_state;
    case (current_state)
        NS_G_STATE: if (counter == 5-1) next_state = NS_Y_STATE;
        NS_Y_STATE: if (counter == 2-1) next_state = EW_G_STATE;
        EW_G_STATE: if (counter == 5-1) next_state = EW_Y_STATE;
        EW_Y_STATE: if (counter == 2-1) next_state = NS_G_STATE;
    endcase
end
assign ns_g = (current_state == NS_G_STATE);
assign ns_y = (current_state == NS_Y_STATE);
assign ns_r = (current_state == EW_G_STATE) || (current_state == EW_Y_STATE);
assign ew_g = (current_state == EW_G_STATE);
assign ew_y = (current_state == EW_Y_STATE);
assign ew_r = (current_state == NS_G_STATE) || (current_state == NS_Y_STATE);
endmodule
```
==> flow_summary.json <==
{
  "synth_adder_area_share_pct": 9.40,
  "post-route-min-period_ns": 1.43,
  "vdd_drop_max_uv": 480,
  "cts.sinks": 8,
  "die_area_um2": 6400,
  "avgRoutedWirePerCell_um": 7.98,
  "cts_tree": "yes",
  "row_count": 21,
  "path_max_fanout": 4,
  "insertion_delay_ns": 0.24,
  "grt_pass1_wl_um": 1280,
  "path_cells": "or2_2, dlygate4sd2_1",
  "nFillCells": 391,
  "max_slew_margin_pct": 75.7,
  "ys_cells": 39,
  "period_used_pct": 89.1,
  "cpLargestDelayFamily": "flip-flops",
  "mux_share_pct": 5.33,
  "gp_congestion": 0.766,
  "finalSetupTns_ns": 0,
  "ys_chip_area_um2": 399,
  "grt_max_degree": 13,
  "die_y_um": 80,
  "ys_types": 20,
  "crit_type": "reg -> out",
  "via_per_inst": 3.07,
  "power-per-cell-area_nw_per_um2": 717,
  "netlist_instances": 39,
  "cp_num_buf_inv": 1,
  "core-area_um2": 3420,
  "aoi_share_pct": 13.2,
  "critPathMaxStageDelay_ns": 0.33,
  "rsz0062_at_grt": "false",
  "diodes": 0,
  "fp_util_pct": 11.7,
  "final_hold_viol_count": 0,
  "fin_skew_ns": 0.00123,
  "io_buffers": 8,
  "critPathLaunchType": "flop",
  "die_w_um": 80,
  "track_usage_pct": 2.47,
  "ant_nets": 0,
  "synth_warnings": 1,
  "synthXorXnorAreaFrac_pct": 2.19,
  "synth_seq_share_pct": 40.1,
  "clkTransAtPathRegs_ns": 0.05,
  "post_cts_buffers": 0,
  "cp.required_ns": 1.28,
  "final-setup-viol-count": 0,
  "worst_slew_pin_slew_ns": 0.364,
  "p_leak_nw": 0.226,
  "avgSynthCellArea_um2": 10.2,
  "critPathSlowestCell": "dfxtp_2",
  "warnings": 27,
  "status": "complete, no violations",
  "synth_flops": 8,
  "dr.pass1.iters": 2,
  "drive_gt1_share_pct": 22.0,
  "dpl.hpwl_um": 634,
  "syn2layout_area_growth_pct": 40.8,
  "cts_made_buffers": 3,
  "grt_pass1_vias": 301,
  "drc": 0,
  "vias": 295,
  "h-tree-depth": 1,
  "arrival_ns": 1.11,
  "cts_buffer_depth": 2,
  "power_uw": 403,
  "end_kind": "output pin",
  "drt-total-wl_um": 766,
  "io_pins": 9,
  "max_cap_viol_count": 0,
  "slew_violations": 0,
  "fmax_mhz": 701,
  "grt_overflow": 0,
  "drt_iter0_markers": 10,
  "simple_gate_share_pct": 23.8,
  "cts_root_buffer": "clkbuf_4",
  "netlist_area_um2": 399,
  "hold_path_class": "reg -> reg",
  "top_logic_kind": "simple AND/OR/NAND/NOR gates",
  "antenna_found_initial": 0
}
## worst reg2reg max path, delay by kind of cell, from the launching register on
family	cells	cell delay (ns)
compound gates	1	0.29
fa+ha+maj	1	0.18
buf+inv	1	0.08
flops	1	0.37
simple gates	1	0.17
## Yosys cell counts, drive strengths merged
| cell type | count | area share (%) |
|---|---|---|
| mux2i | 1 | 2.5 |
| buf | 1 | 1.3 |
| nor2 | 3 | 2.8 |
| a21bo | 1 | 2.5 |
| or2 | 2 | 3.1 |
| a21oi | 1 | 1.3 |
| nand2b | 2 | 3.1 |
| dfxtp | 8 | 40 |
| inv | 5 | 4.7 |
| ha | 3 | 9.4 |
| nand3b | 2 | 6.9 |
| mux2 | 1 | 2.8 |
| nand4 | 1 | 1.6 |
| nor3b | 1 | 3.1 |
| a32o | 1 | 2.5 |
| o32ai | 2 | 4.4 |
| nor2b | 2 | 3.1 |
| xnor2 | 1 | 2.2 |
| a221o | 1 | 2.5 |
## cells by family after synthesis
family,Yosys count
xor+xnor,1
simple gates,13
mux,2
compound gates,6
flops,8
fa+ha+maj,3
buf+inv,6
## cell usage in the layout (no fill, tap or decap), types with 2 or more instances in the layout
| cell type | netlist | layout |
|---|---|---|
| ha_1 | 3 | 3 |
| nor2b_1 | 2 | 2 |
| clkdlybuf4s50_1 | 0 | 6 |
| inv_1 | 5 | 5 |
| dlygate4sd2_1 | 0 | 2 |
| dfxtp_1 | 8 | 6 |
| o32ai_1 | 2 | 2 |
| clkbuf_4 | 0 | 3 |
| nor2_1 | 3 | 3 |
| nand2b_1 | 2 | 2 |
| dfxtp_2 | 0 | 2 |
| or2_2 | 2 | 2 |
## area by class of cell
cell class                      instances  area, um2  share of cell area [%]
Clock buffer                            3       22.5                    4.01
Inverter                                5       18.8                    3.34
Multi-Input combinational cell         25        215                    38.3
Sequential cell                         8        163                    29.0
Tap cell                               46       57.6                    10.2
Timing Repair Buffer                    9       85.1                    15.1
## registers in the layout (all words and copies together), names as in the netlist
register	flops
counter	4
current_state	4
## final timing paths
path | startpoint | to | slack [ns] | cells after the start
min reg2reg | current_state[3] | current_state[0] | 0.49 | 1
max | current_state[0] | ew_r | 0.17 | 2
max reg2reg | counter[1] | current_state[0] | 0.40 | 4
min | current_state[3] | current_state[0] | 0.49 | 1
## report_power, final
part | switching, mW | internal, mW | total [mW]
Combinational | 0.0216 | 0.0245 | 0.0460
Sequential | 0.00805 | 0.206 | 0.214
Clock | 0.0572 | 0.0850 | 0.142
Total | 0.0868 | 0.316 | 0.403
## stage by stage
stage / instances / setup WS (ns) / area [um2] / util [%] / hold WS (ns)
6_report: 96 / 0.174 / 562 / 16.4 / 0.494
3_3_place_gp: 93 / 0.119 / 539 / 15.8 / 0.495
2_1_floorplan: 39 / 0.481 / 399 / - / 0.455
4_1_cts: 96 / 0.153 / 562 / 16.4 / 0.497
5_1_grt: 96 / 0.123 / 562 / 16.4 / 0.513
3_5_place_dp: 93 / 0.0880 / 539 / 15.8 / 0.509
## layer usage
metal	share of wire [%]	vias to the layer above	track usage, %
met5	0	-	0
met4	0.91	0	0.528
met1	46	133	2.62
met3	5.0	2	1.36
li1	-	157	-
met2	48	3	4.17
## what timing repair did
action,4_1_cts,5_1_grt
setup endpoints to repair,2,0
hold buffers,0,0
resized,4,0
No activity file was given, so power comes from the tool's default toggle rates.
