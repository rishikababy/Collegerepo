`flow/config.mk`:
```
export PLATFORM = sky130hd
export DESIGN_NAME = tick_prescaler
export DESIGN_NICKNAME = tick_prescaler
export VERILOG_FILES = /design/flow/design.v
export SDC_FILE = /design/flow/constraint.sdc
export NUM_CORES = 4
export LEC_CHECK = 1
export CORE_UTILIZATION = 30
```
`flow/constraint.sdc`:
```
current_design tick_prescaler

set clk_period 3.4
set clk_io_pct 0.2

create_clock -name clk0 -period $clk_period [get_ports {clk}]

set non_clock_inputs [all_inputs -no_clocks]
set_input_delay [expr $clk_period * $clk_io_pct] -clock clk0 $non_clock_inputs
set_output_delay [expr $clk_period * $clk_io_pct] -clock clk0 [all_outputs]
```
`flow/design.v`:
```
module tick_prescaler #(
    parameter integer CLK_FREQ_HZ = 50_000_000,
    parameter integer TICK_HZ = 1
) (
    input wire clk,
    input wire rst,
    output wire tick
);
localparam integer TERMINAL_COUNT = CLK_FREQ_HZ / TICK_HZ;
reg [31:0] counter;
reg tick_reg;
always @(posedge clk) begin
    if (rst) begin
        counter <= 0;
        tick_reg <= 0;
    end else begin
        if (counter == TERMINAL_COUNT - 1) begin
            counter <= 0;
            tick_reg <= 1;
        end else begin
            counter <= counter + 1;
            tick_reg <= 0;
        end
    end
end
assign tick = tick_reg;
endmodule
```
`flow/run.sh`:
```
#!/bin/bash
# OpenROAD 26Q1-2900-gdf79404cd8, Yosys 0.63+post, stock flow scripts
make -C /OpenROAD-flow-scripts/flow DESIGN_CONFIG=/design/flow/config.mk WORK_HOME=/design/flow/orfs finish
```
==> run summary <==
P per Cell Area: 389 nW/µm²
Class of the tightest hold or removal check: reg -> reg
Power consumption: 0.000687 W
Share of the core filled by cells before placement: 0.314
Via count: 1,338
First-pass GRT wire length: 5640 µm
Top delay family on crit path: simple AND/OR/NAND/NOR gates
Max-slew violation count: 0
Leakage power total: 0.531 nW
Total Routing Usage GR: 0.131
Highest ir drop seen on vdd: 0.186 mV
Aggregate global routing overflow: 0
Worst endpoint data arrival time: 2.43 ns
Buf+Inv Stages, Crit Path: 1
Largest register FFs: 32
Critical Path Sink Type: flip-flop
CTS Root Buffer Type: sky130_fd_sc_hd__clkbuf_8
Highest achievable clock rate: 0.442 GHz
CTS buffer count: 5
Highest fanout seen on the critical path: 17
Slowest CP cell: sky130_fd_sc_hd__o21bai_2
Kind of launch point of the worst setup path: flip-flop
Number of buffers inserted by port buffering: 2
Final-report hold violation count: 0
Commonest non-fill, non-tap cells in the layout: sky130_fd_sc_hd__dfxtp_1, sky130_fd_sc_hd__a21oi_1, sky130_fd_sc_hd__nor2_1, sky130_fd_sc_hd__nand2_1, sky130_fd_sc_hd__nand4_1
Number of top-level pins: 3
Final cell count without fillers: 260
Antenna violations before repair: 0
Core outline area: 5170 µm²
Required time of the critical path: 3.57 ns
Yosys Instances: 188
Fin crit share: 0.665
Final sum of negative setup slack: 0 ns
Kind of critical path: reg -> reg
Detail-routed net length per standard cell: 12.3 µm
Number of routed nets with antenna violations: 0
Setup clock skew after layout: 0.00309 ns
Sink Count: 33
Half-perimeter wire length after placement: 2200 µm
Top area cells in the synthesized netlist: sky130_fd_sc_hd__dfxtp_1, sky130_fd_sc_hd__a21oi_1, sky130_fd_sc_hd__o31ai_1
DIE HEIGHT: 75.6 µm
Largest area contributor in the netlist: sky130_fd_sc_hd__dfxtp_1
Routed wire length: 3200 µm
Number of global-route vias before repair: 1,178
Syn-to-layout area delta: 8.70%
Instance tally after logic synthesis: 188
Horizontal die size: 75.6 µm
Final Hold Slack: 0.461 ns
Global placer's final weighted congestion: 0.796
Flops & latches, synth: 33
Chip footprint: 5720 µm²
Final count of negative-setup-slack endpoints: 0
Number of buffers inserted by hold repair at cts: 0
Most common cell after layout, fill and taps aside: sky130_fd_sc_hd__dfxtp_1
Fraction of final layout cells with drive strength greater than 1: 0.0737
Warnings, synthesis: 1
Number of search-and-repair iterations in the first detailed-routing pass: 4
Worst-case headroom to the max-slew limit: 0.580
Number of DRC violations after detailed routing: 0
DRC marker count from the first detailed-route iteration: 78
Maximum level of the CTS H-tree: 2
Count of maximum capacitance violations: 0
Critical-path cell list: ha_1 > nand3_1 > or4_1 > o21bai_2 > buf_4 > nor2_1
OpenROAD warnings: 25
Post CTS Setup Buffer Count: 0
Number of inserted filler cells in the final layout: 530
Period minus WS final: 2.26 ns
Cell Type Count: 31
Run status: completed
RSZ-0062 raised after global routing: false
Max incr delay on CP: 0.52 ns
Post-cts repair resize count: 0
Per-instance average area after synthesis: 8.65 µm²
Clk buf depth: 2
Largest net degree at the start of global routing: 18
Cell area after synthesis: 1630 µm²
Largest type area fraction: 0.406
Sequential cell area fraction in the yosys report: 0.406
Clock transition time at the flip-flop clock pins of the worst setup and hold paths: 0.07 ns
Slew @ Worst Pin: 0.629 ns
Insertion delay of the later-clocked pin in the worst-skew pair: 0.28 ns
Via density: 5.15
Cell total after placement: 252
Antenna fix cells: 0
TritonCTS clock tree: yes
Num rows: 26
Yosys-reported design area after synthesis: 1630 µm²
cells in the mapped netlist:
master and number:
sky130_fd_sc_hd__o21bai_1 1, sky130_fd_sc_hd__and4_1 5, sky130_fd_sc_hd__buf_2 6, sky130_fd_sc_hd__mux2i_1 1, sky130_fd_sc_hd__and4_4 1, sky130_fd_sc_hd__xor2_1 6, sky130_fd_sc_hd__inv_1 5, sky130_fd_sc_hd__nand4_2 1
sky130_fd_sc_hd__buf_4 1, sky130_fd_sc_hd__buf_6 2, sky130_fd_sc_hd__a21oi_1 17, sky130_fd_sc_hd__and3_1 5, sky130_fd_sc_hd__dfxtp_1 33, sky130_fd_sc_hd__nor4bb_1 1, sky130_fd_sc_hd__xnor2_1 5, sky130_fd_sc_hd__nand4_4 1
sky130_fd_sc_hd__nand3_1 9, sky130_fd_sc_hd__ha_1 1, sky130_fd_sc_hd__or4_1 10, sky130_fd_sc_hd__or3_1 8, sky130_fd_sc_hd__o31ai_1 10, sky130_fd_sc_hd__a21oi_2 1, sky130_fd_sc_hd__o21ai_0 9, sky130_fd_sc_hd__nor2_1 15
sky130_fd_sc_hd__nor3_1 3, sky130_fd_sc_hd__nor4b_1 1, sky130_fd_sc_hd__nand2_1 11, sky130_fd_sc_hd__or4_4 1, sky130_fd_sc_hd__nand2b_1 1, sky130_fd_sc_hd__nor4_1 6, sky130_fd_sc_hd__nand4_1 11
through the flow:
step                cell area (µm²)  worst slack [ns]   util
floorplan                      1630              1.64      -
global placement               1680              1.14  0.326
detailed placement             1680              1.12  0.326
CTS                            1770              1.12  0.342
global route                   1770             0.928  0.342
finish                         1770              1.14  0.342
kinds of logic (layout without fill, tap and decap cells):
group                    after synthesis  after routing  share of synthesized area
buffers and inverters                 14             16                     0.0485
AND-OR/OR-AND                         38             38                      0.136
multiplexers                           1              1                    0.00616
AND/OR/NAND/NOR                       90             90                      0.336
flip-flops                            33             33                      0.406
adder cells (fa/ha/maj)                1              1                    0.00770
XOR/XNOR                              11             11                     0.0593
routing by layer:
metal / up-vias / wire (µm) / global-route usage
met4: 0 / 54 / 0.0165
met5: - / 0 / 0
met1: 614 / 1750 / 0.211
li1: 713 / - / -
met3: 5 / 74 / 0.0268
met2: 6 / 1320 / 0.188
where the power goes:
part | internal (W) | total (W) | switching, W
Combinational | 0.00000561 | 0.0000148 | 0.00000923
Clock | 0.000142 | 0.000280 | 0.000138
Sequential | 0.000390 | 0.000392 | 0.00000270
layout make-up:
cell class              instances  area (µm²)  area share
multi-input cells             141         890       0.504
flip-flops and latches         33         661       0.374
well taps                      70        87.6      0.0496
clock buffers                   6        72.6      0.0411
repair buffers                  3        27.5      0.0156
inverters                       5        18.8      0.0106
clock inverters                 2        10.0     0.00567
final timing paths:
kind / slack, ns / to / start / cells past startpoint
hold / removal: 0.46 / counter[0] / counter[0] / 1
setup reg to reg: 1.14 / counter[4] / counter[0] / 6
setup / recovery: 1.14 / counter[4] / counter[0] / 6
hold reg to reg: 0.46 / counter[0] / counter[0] / 1
Power figures rest on the tool's default switching activity, not on a simulated workload.
